==> flow/design.v <==
`timescale 10ns / 1ps
module H_Bridge_v3(
    input clock,
    input [1:0] currentSensing_in,
    input [3:0] INs_from_decisionMakin,  
    input [2:0] forwardSpeed,
    input [5:0] turningSpeeds,
    input [3:0] movDirec_isTurning_leftRight,
    input [5:0] previousSpeedFromDecisionMaking,
    output [5:0] previousSpeedToDecisionMakin,
    output enA, enB, in1, in2, in3, in4,
    output LED_currentSense_debug,
    output[3:0]  previous_movDirec_isTurning_leftRight_toDecMak
    );
    parameter MOVING_FORWARD = 4'b1100;
    parameter TURNING_LEFT = 4'b1110;
    parameter TURNING_RIGHT = 4'b1111;
    parameter STOPPING  =   4'B0100;  
    parameter WEIRD_COMBINATIONS  =   4'b1001;  
    parameter MOVING_REVERSE = 4'b1000;
    parameter TURNING_LEFT_REVERSE = 4'b1011;  
    parameter TURNING_RIGHT_REVERSE = 4'b1010;
    reg [3:0] INs_from_decisionMakin_reg;
    reg [3:0] movDirec_isTurning_leftRight_reg;
    reg [5:0] motorSpeeds_reg;
    reg currentSensing_reg;
    wire currentSensing_wire;
    wire customClock_wire;
    always@(posedge customClock_wire) begin  
        currentSensing_reg <= 0;
        if (currentSensing_wire)
            currentSensing_reg <= 1;
        else
            currentSensing_reg <= 0;
                  case(movDirec_isTurning_leftRight)
                    4'b1110 : begin  
                        motorSpeeds_reg[2:0] = turningSpeeds[5:3];
                        motorSpeeds_reg[5:3] = turningSpeeds[2:0];
                        INs_from_decisionMakin_reg = INs_from_decisionMakin;  
                    end
                    4'b1111 : begin  
                        motorSpeeds_reg[2:0] = turningSpeeds[2:0];
                        motorSpeeds_reg[5:3] = turningSpeeds[5:3];
                        INs_from_decisionMakin_reg = INs_from_decisionMakin;  
                    end
                    4'b0000,
                    4'b0001,
                    4'b0010,
                    4'b0011,
                    4'b0100,  
                    4'b0101,
                    4'b0110,
                    4'b0111 : begin  
                        motorSpeeds_reg = 6'b000000;
                        INs_from_decisionMakin_reg = 4'b0000;  
                    end
                    4'b1100,
                    4'b1101 : begin  
                        motorSpeeds_reg = {forwardSpeed,forwardSpeed};
                        INs_from_decisionMakin_reg = INs_from_decisionMakin;  
                    end
                    4'b1000 : begin  
                        motorSpeeds_reg = {forwardSpeed,forwardSpeed};
                        INs_from_decisionMakin_reg = INs_from_decisionMakin;  
                    end 
                    4'b1001 : begin  
                        motorSpeeds_reg = previousSpeedFromDecisionMaking;
                        INs_from_decisionMakin_reg = INs_from_decisionMakin;  
                    end 
                    4'b1011 : begin  
                        motorSpeeds_reg[2:0] = turningSpeeds[5:3];
                        motorSpeeds_reg[5:3] = turningSpeeds[2:0];
                        INs_from_decisionMakin_reg = INs_from_decisionMakin;  
                    end
                    4'b1010 : begin  
                        motorSpeeds_reg[2:0] = turningSpeeds[2:0];
                        motorSpeeds_reg[5:3] = turningSpeeds[5:3];
                        INs_from_decisionMakin_reg = INs_from_decisionMakin;  
                    end
                    default : begin
                         INs_from_decisionMakin_reg = INs_from_decisionMakin;  
                    end
                  endcase                  
            if (currentSensing_reg) begin
                motorSpeeds_reg = 6'b000000;
                INs_from_decisionMakin_reg = 4'b0000;  
            end
            else begin
                motorSpeeds_reg = motorSpeeds_reg;
                INs_from_decisionMakin_reg = INs_from_decisionMakin;  
            end 
    end  
    defparam pwmH_Bridge2.PERIOD = 28'd125000;
    PWM_v3 pwmH_Bridge1(      
        .clock(clock),
        .dutyCycle(motorSpeeds_reg[2:0]),  
        .PWM_pulse(enA)
     );
    defparam pwmH_Bridge2.PERIOD = 28'd125000;  
     PWM_v3 pwmH_Bridge2(      
        .clock(clock),
        .dutyCycle(motorSpeeds_reg[5:3]),
        .PWM_pulse(enB)
      );
      defparam customClock.PERIOD = 725;  
      PWM_v3 customClock (
          .clock(clock),
          .dutyCycle(3'b011),  
          .PWM_pulse(customClock_wire)
      );
    currentSensing currentSense(
        .clock(clock),
        .currentSensA_B(~currentSensing_in),
        .isTurning(movDirec_isTurning_leftRight[1]),
        .currentOverload(currentSensing_wire)
     );
      assign {in4,in3,in2,in1} = INs_from_decisionMakin_reg;
      assign previousSpeedToDecisionMakin = motorSpeeds_reg;
      assign LED_currentSense_debug = currentSensing_reg;
endmodule
`timescale 10ns / 1ps
module PWM_v3 #( parameter [27:0] PERIOD = 500000
    )  
    (   
        input clock,
        input [2:0] dutyCycle, 
        output PWM_pulse
    );
     parameter HALF_PERIOD = PERIOD >> 1;  
     parameter QUARTER_PERIOD = PERIOD >> 2;  
     parameter HALF_QUARTER_PERIOD = PERIOD >> 3;  
     parameter PERC38_PERIOD = HALF_PERIOD - HALF_QUARTER_PERIOD; 
     parameter PERC62_PERIOD = HALF_PERIOD + HALF_QUARTER_PERIOD;  
     parameter PERC75_PERIOD = HALF_PERIOD + QUARTER_PERIOD;  
     parameter PERC88_PERIOD = PERC75_PERIOD + HALF_QUARTER_PERIOD;  
    reg [27:0] PWM_duty_reg;
    reg PWM_high_reg;
    wire [27:0]  countedUpTo_wire;
     initial
     begin
        PWM_duty_reg = 0;
        PWM_high_reg = 0;
      end
      always@(posedge clock)
      begin
          case(dutyCycle)  
              3'b000 : PWM_duty_reg <= 28'd0;             
              3'b001 : PWM_duty_reg <= QUARTER_PERIOD;    
              3'b010 : PWM_duty_reg <= PERC38_PERIOD;     
              3'b011 : PWM_duty_reg <= HALF_PERIOD;       
              3'b100 : PWM_duty_reg <= PERC62_PERIOD;     
              3'b101 : PWM_duty_reg <= PERC75_PERIOD;     
              3'b110 : PWM_duty_reg <= PERC88_PERIOD;      
              3'b111 : PWM_duty_reg <= PERIOD;            
              default : PWM_duty_reg <= 28'd0;
          endcase
      end
      always@(negedge clock) begin
          if ( countedUpTo_wire > 0 && countedUpTo_wire < PWM_duty_reg ) begin
            PWM_high_reg <= 1;
          end
          else begin
            PWM_high_reg <= 0;
          end
      end
      counter_up PWM_counterUp1(   
          .clock(clock), 
          .reset(1'b0),
          .counterPeriod(PERIOD),
          .countedUpTo(countedUpTo_wire)
          );
assign PWM_pulse = PWM_high_reg;
endmodule
`timescale 10ns / 1ps
module counter_up(   
    input clock, reset,
    input [27:0] counterPeriod,
    output [27:0] countedUpTo
    );
    reg [27:0] countedUpTo_reg;
    initial
    countedUpTo_reg <=0;
    always@(posedge clock) begin
        if ( !reset && !(counterPeriod == 28'd0 ) && ( countedUpTo_reg < ( counterPeriod - 1) ) ) 
            countedUpTo_reg <= countedUpTo_reg + 1;
        else
            countedUpTo_reg <= 0; 
    end
 assign countedUpTo = countedUpTo_reg;
endmodule
`timescale 10ns / 1ps
module currentSensing(
    input clock,
    input [1:0] currentSensA_B,
    input isTurning,
    output currentOverload
    );
    parameter [27:0] TENTH_of_PERIOD = 28'd1000000;
    parameter [27:0] PERIOD = ( TENTH_of_PERIOD << 3 ) + ( TENTH_of_PERIOD << 1);
    parameter [27:0] HALF_PERIOD = PERIOD >> 1;
    parameter [27:0]  QUARTER_PERIOD = PERIOD >> 2;
    parameter [27:0] t_13_PERC_PERIOD = PERIOD >> 2;
    parameter [27:0] T_2X_PERIOD = PERIOD << 1;
    parameter [27:0]  T_2X_and_HALF_PERIOD = T_2X_PERIOD + HALF_PERIOD;
    parameter [27:0] T_3X_PERIOD = PERIOD + T_2X_PERIOD;
    parameter [27:0] T_3X_and_HALF_PERIOD = T_3X_PERIOD + HALF_PERIOD;
    parameter [27:0] T_4X_PERIOD = PERIOD << 2;
    parameter [27:0] T_4X_and_QUARTER_PERIOD = T_4X_PERIOD + QUARTER_PERIOD;    
    parameter [27:0] T_5X_PERIOD = T_3X_PERIOD + T_2X_PERIOD;
    parameter [27:0] T_5X_AND_QUARTER_PERIOD = T_5X_PERIOD + QUARTER_PERIOD;
    parameter [27:0] T_5X_AND_HALF_PERIOD = T_5X_PERIOD + HALF_PERIOD;
    parameter [27:0] T_6X_PERIOD = T_3X_PERIOD << 2;
    parameter [27:0] T_7X_PERIOD = T_2X_PERIOD + T_5X_PERIOD;
    parameter MAX_CURRENT_PERIOD =  TENTH_of_PERIOD << 1;
    reg max_current_period_reg;
    reg [1:0] rebuiltSignal_reg;
    reg [27:0] rebuiltSignal_counter_reg;
    reg reset_counter_reg;
    wire [1:0] rising_edge_wire;
    wire [1:0] falling_edge_wire;
    reg [1:0] rebuild_Sense;
    reg [27:0] counter_currentOverlo_reg_0_0 = 0;
    reg [27:0] counter_currentOverlo_reg_0_1 = 0;
    reg currentOverloadOut = 0;
    wire [27:0] countedUpTo_wire;
    signalSync sync_currentOver0(
        .clock(clock),
        .asynchronous_signal(currentSensA_B[0]),
        .rising_edge(rising_edge_wire[0]),
        .falling_edge(falling_edge_wire[0])  
    );
    signalSync sync_currentOver1(
        .clock(clock),
        .asynchronous_signal(currentSensA_B[1]),
        .rising_edge(rising_edge_wire[1]),
        .falling_edge(falling_edge_wire[1])  
    );
    always@(posedge clock) begin
        if (rising_edge_wire[0])
            rebuild_Sense[0] <= 1;
        else if (falling_edge_wire[0])
            rebuild_Sense[0] <= 0;
        else
            rebuild_Sense[0] <= rebuild_Sense[0];
        if (rising_edge_wire[1])
            rebuild_Sense[1] <= 1;
        else if (falling_edge_wire[0])
            rebuild_Sense[1] <= 0;
        else
            rebuild_Sense[1] <= rebuild_Sense[1];
    end
    always@(negedge clock) begin
        if ( (countedUpTo_wire > 25 ) && (countedUpTo_wire < PERIOD ) ) begin
            if (rebuild_Sense[0])
                counter_currentOverlo_reg_0_0 <= counter_currentOverlo_reg_0_0 + 1;
            else begin
                counter_currentOverlo_reg_0_0 <= counter_currentOverlo_reg_0_0;
            end
            if (rebuild_Sense[1])
                counter_currentOverlo_reg_0_1 <= counter_currentOverlo_reg_0_1 + 1;
            else begin
                counter_currentOverlo_reg_0_1 <= counter_currentOverlo_reg_0_1;
            end
        end        
        else if ( (countedUpTo_wire > PERIOD ) && (countedUpTo_wire < (T_2X_PERIOD-500) ) ) begin
           ;     
                 if (isTurning)
                    max_current_period_reg <= 28'd2000000;      
                else
                    max_current_period_reg <= 28'd500000;            
            if ( ( counter_currentOverlo_reg_0_0 > max_current_period_reg
                   || counter_currentOverlo_reg_0_1 > max_current_period_reg ) )begin
                currentOverloadOut = 1'b1;
            end
            else
                currentOverloadOut = 1'b0;
        end
        else if (  (countedUpTo_wire > (T_2X_PERIOD-499) ) && ( countedUpTo_wire < T_2X_PERIOD ) ) begin
            counter_currentOverlo_reg_0_0 <= 0;
            counter_currentOverlo_reg_0_1 <= 0;
        end
    end   
    counter_up currentSens_counterUp(   
        .clock(clock), 
        .reset(1'b0),
        .counterPeriod(T_2X_PERIOD),
        .countedUpTo(countedUpTo_wire)
    );
    assign currentOverload = currentOverloadOut;
endmodule
`timescale 10ns / 1ps
module signalSync(
    input clock,
    input asynchronous_signal,
    output rising_edge,
    output falling_edge
);
  reg [1:3] resync;
  reg fall, rise;
  initial 
  begin
    fall <= 0;
    rise <= 0;
    resync <= 0;
  end
  always @(posedge clock)
  begin
    fall <= resync[3] & !resync[2];
    rise <= resync[2] & !resync[3];
    resync <= {asynchronous_signal , resync[1:2]};
  end
  assign rising_edge = rise;
  assign falling_edge = fall;
endmodule
==> flow/run.sh <==
#!/bin/bash
# OpenROAD 26Q1-2900-gdf79404cd8, Yosys 0.63+post, stock flow scripts
make -C /OpenROAD-flow-scripts/flow DESIGN_CONFIG=/design/flow/config.mk WORK_HOME=/design/flow/orfs finish
==> flow/config.mk <==
export PLATFORM = sky130hd
export DESIGN_NAME = H_Bridge_v3
export DESIGN_NICKNAME = H_Bridge_v3
export VERILOG_FILES = /design/flow/design.v
export SDC_FILE = /design/flow/constraint.sdc
export NUM_CORES = 4
export LEC_CHECK = 1
export CORE_UTILIZATION = 30
==> flow/constraint.sdc <==
current_design H_Bridge_v3

set clk_period 8.2
set clk_io_pct 0.2

create_clock -name clk0 -period $clk_period [get_ports {clock}]

set non_clock_inputs [all_inputs -no_clocks]
set_input_delay [expr $clk_period * $clk_io_pct] -clock clk0 $non_clock_inputs
set_output_delay [expr $clk_period * $clk_io_pct] -clock clk0 [all_outputs]
==> run notes <==
Main metrics from the flow reports.

The run finished with clean final reports. Setup repair after global routing left no endpoint under its margin. The number of max-cap violations is 0.

The analysis reports a worst IR drop on VDD of 0.159 mV. The warning total across the stage logs is 104. STA classifies the critical path startpoint as a flop.

The antenna diode count came out at 0. Yosys stat counts 1062 cells in the synthesized netlist. Counting the warning lines in the Yosys log gives 11. Across all checked pins, the minimum headroom to the slew limit is 44.7%. The final design utilization came out at 36.6%. After floorplanning, the core was divided into 66 placement rows. The post-route netlist has 4.23% of its cells at a drive strength greater than 1.

Among all stages on the critical path, the maximum delay recorded is 0.45 ns. The startpoint of the most critical hold path is currentSense.sync_currentOver1.resync[1]$_DFF_P_. The number of vias per cell after detailed routing came out at 4.49.

The timing report attributes the biggest portion of critical-path delay to buffers and inverters. The number of unconstrained endpoints came out at 46. The cell count after synthesis came out at 1062. For the worst setup path, the data arrival time is 5.41 ns. The netlist area before placement came out at 10100 µm². The global placer's final weighted congestion came out at 0.852. For reference, the critical path cell chain is clkdlybuf4s50_1. The post-layout instance count excluding filler cells came out at 1649. The floorplan step set the die height to 186 µm. The switching fraction of total power came out at 23.0%. The number of register bits inferred by synthesis is 219. The mean post-synth cell area is 9.55 µm². The combinational power share is 2.5%. After detailed routing, the number of remaining DRC violations is 0. STA classifies the critical path endpoint as an output port. The number of levels in the clock H-tree is 1. The post-synth count of flops with an enable pin is 57. The cell count after placement came out at 1550.

The worst setup path startpoint is pwmH_Bridge1.PWM_high_reg$_DFF_N_. The count of unclocked register or latch pins is 11. The CTS tree is yes. The count of vias placed by the detailed router is 7411.

The registers of the reported paths see a clock transition of 0.05 ns. The later-pin clock latency in the skew report is 0.57 ns. The area of the multi-input gates came out at 4910 µm². In the post-synthesis netlist, the cell with the most instances is dfxtp_1.

The path length in cells of the critical path came out at 1. The clock network is responsible for 47.9% of the overall power. For this run, the register share of the synthesized area comes to 48.9%. After layout, the setup clock skew is reported as 0.0801 ns.

The areal power density over the cells came out at 183 nW/µm². The most used flip-flop cell after synthesis is dfxtp_1. The worst hold margin came out at 0.327 ns. The effective utilization at floorplan is 30.8%. The routed length per instance came out at 11.2 µm. The overall die size recorded for this design is 34500 µm².

The count of cells along the worst hold path is 0. The layout overhead on the synthesized area is 18.5%. The final-report hold violation count came out at 0.

The number of fill cells in the layout came out at 3292. The maximum clock insertion buffer count came out at 3. On the critical path, the stage with the largest delay is an instance of clkdlybuf4s50_1. The count of cells along the worst register-to-register path is 6.

The core region is 32900 µm². The pin count of the biggest net entering global routing is 32. The number of buffers added to fix hold violations after cts came out at 0. In the post-synthesis netlist, the biggest area contributors are dfxtp_1, edfxtp_1, ha_1. The total congestion overflow is 0. The global routing usage summed across all routing layers came out at 11.7%.

The synthesis report gives the async set-or-reset register share as 0%. 43 I/O pins were placed. The tree is rooted in a clkbuf_16. The register share of total power is 49.5%. The final tally of setup violations came out at 0.

The global-route wire length before repair came out at 32600 µm. According to the dpl log, the detail-placed design has an HPWL of 13000 µm. The accumulated negative setup slack is 0 ns. The number of nets with antenna violations after routing is 0. The number of buffer and inverter stages on the critical path came out at 1. The iteration tally of the first detailed-router pass came out at 5.

Of all cell types, the one taking the most synthesized area is dfxtp_1. The via count of the first global-routing pass is 7079. The die is 186 µm wide. The register area is 4950 µm². The count of instances resized after the clock tree is built is 0.

In this run the post-CTS setup repair buffer count came out at 0. The final wirelength came out at 18500 µm. Clock tree synthesis inserted a total of 23 buffers. The required time at the worst-slack endpoint is 6.56 ns.

The number of violations reported at the end of detailed-routing iteration 0 is 275. The script extracted a net switching power of 506 µW. The setup path with the least slack is of type flop to output port.

The slew at the pin with the worst max-slew slack is 0.827 ns. In this run the biggest area consumer among cell types represents 32.0% of the synthesized area. The maximum fanout count along the critical path came out at 1. According to the hold report, the worst path is of the flop to flop type.

The count of unique library cells instantiated by Yosys is 55. The internal portion of the total power is 1690 µW. The count of input and output buffers is 38. In the final report, the number of pins over their slew limit comes to 0.

The initial antenna violation count is 0. After synthesis, the most frequently instantiated cells are dfxtp_1, nor2_1, inv_1, xnor2_1. The leakage power of the design is 0.00448 µW. The area reported by Yosys stat came out at 10100 µm².
==> cells in the final DEF, fill, tap and decap left out, types with 3 or more instances in the layout <==
master	count
nor3_1	52
clkinv_2	4
conb_1	46
o211ai_1	5
a2111oi_0	3
and4_1	14
nand2b_1	4
edfxtp_1	57
a211oi_1	5
a21o_1	10
xnor2_1	67
nor4b_1	4
nor4_1	38
dfxtp_1	162
or3_1	8
nor2b_1	14
and3_1	16
or4_1	5
nand3_1	54
a31oi_1	4
xor2_1	45
nor2_1	143
clkbuf_16	23
ha_1	61
clkdlybuf4s50_1	38
o22ai_1	5
o21ai_0	22
nand2_1	61
a21oi_1	21
o21a_1	7
inv_1	127
and2_1	5
clkinvlp_4	3
mux2i_1	5
nand4_1	22
buf_4	6
==> power groups by stage <==
stage	registers, µW	logic (µW)	clock network, µW
6_report	1090	55.2	1050
5_1_grt	1090	63.1	1160
4_1_cts	1090	56.2	1090
==> per-stage QoR <==
step / total power, µW / instance area [µm²] / worst slack (ns)
after CTS: 2240 / 12000 / 1.12
after global routing: 2320 / 12000 / 1.09
after floorplan: 1190 / 10300 / 0.846
after detailed placement: 1210 / 11100 / 1.40
after global placement: 1210 / 11100 / 1.43
final: 2200 / 12000 / 1.15
==> kinds of logic (layout without fill, tap and decap cells) <==
| kind of cell | Yosys count | after routing | share of synthesized area, % |
|---|---|---|---|
| buffers and inverters | 110 | 211 | 4.48 |
| DFF | 219 | 219 | 48.9 |
| xor gates and xnor gates | 112 | 112 | 9.68 |
| adders and majority gates | 61 | 61 | 7.53 |
| muxes | 5 | 5 | 0.494 |
| other | 2 | 46 | 0.0741 |
| and+or+nand+nor | 455 | 455 | 22.6 |
| AOI/OAI and AO/OA | 98 | 98 | 6.26 |
==> metal layers <==
layer	global-route usage, %	share of wire (%)
met1	17.5	50
met5	0	0
met2	17.6	44
met3	2.53	4.3
met4	2.62	1.8
==> worst paths after layout <==
| path | end | slack, ns |
|---|---|---|
| hold / removal | currentSense.sync_currentOver1.resync[2]$_DFF_P_ | 0.33 |
| hold reg to reg | currentSense.sync_currentOver1.resync[2]$_DFF_P_ | 0.33 |
| setup / recovery | enA | 1.15 |
| setup reg to reg | currentSense.counter_currentOverlo_reg_0_1[8]$_SDFFCE_NN0P_ | 1.47 |
==> area by class of cell <==
class                           instances  area share (%)
Tap cell                              442            4.60
Timing Repair Buffer                   44            3.54
Clock buffer                           28            5.14
Inverter                               67            2.09
Multi-Input combinational cell        777            40.9
Clock inverter                         72            2.52
Sequential cell                       219            41.2
Power figures rest on the tool's default switching activity, not on a simulated workload.
