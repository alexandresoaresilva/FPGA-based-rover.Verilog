==> design.v <==
`timescale 10ns / 1ps
module sensor_IP_v2(
    input clock,
    input [3:0]  IPsensFront_in,
    input [3:0]  IPsensBack_in,
    output [3:0] IPsensFront_out,
    output [3:0] IPsensBack_out
);
    reg [3:0] IPsensFront_reg;
    reg [3:0] IPsensBack_reg;
    wire [3:0] IPsensFront_synced_wire;
    wire [3:0] IPsensBack_synced_wire;
    always@(posedge clock) begin 
        IPsensFront_reg <= ~IPsensFront_in;
        IPsensBack_reg <= ~IPsensBack_in;
    end
    sync_rebuiltSignal sycIP_front(
        .clock(clock),
        .sensors(IPsensFront_reg),
        .rebuiltSignal(IPsensFront_synced_wire)
        );
    sync_rebuiltSignal sycIP_back(
        .clock(clock),
        .sensors(IPsensBack_reg),
        .rebuiltSignal(IPsensBack_synced_wire)
        );        
    assign IPsensFront_out = IPsensFront_synced_wire; 
    assign IPsensBack_out = IPsensBack_synced_wire;
endmodule
`timescale 10ns / 1ps
module signalSync(
    input clock,
    input asynchronous_signal,
    output rising_edge,
    output falling_edge
);
  reg [1:3] resync;
  reg fall, rise;
  initial 
  begin
    fall <= 0;
    rise <= 0;
    resync <= 0;
  end
  always @(posedge clock)
  begin
    fall <= resync[3] & !resync[2];
    rise <= resync[2] & !resync[3];
    resync <= {asynchronous_signal , resync[1:2]};
  end
  assign rising_edge = rise;
  assign falling_edge = fall;
endmodule
`timescale 10ns / 1ps
module sync_rebuiltSignal(
    input clock,
    input [3:0] sensors,
    output [3:0] rebuiltSignal
    );
    reg [3:0] rebuiltSignal_reg;
    wire [3:0] rising_edge_wire;
    wire [3:0] falling_edge_wire;    
    signalSync sync_reb0(
        .clock(clock),
        .asynchronous_signal(sensors[0]),
        .rising_edge(rising_edge_wire[0]),
        .falling_edge(falling_edge_wire[0])  
    );
    always@(posedge clock) begin
        if (rising_edge_wire[0])
            rebuiltSignal_reg[0] <= 1;
        else if (falling_edge_wire[0])
            rebuiltSignal_reg[0] <= 0; 
    end
    signalSync sync_reb1(
        .clock(clock),
        .asynchronous_signal(sensors[1]),
        .rising_edge(rising_edge_wire[1]),
        .falling_edge(falling_edge_wire[1])  
    );
    always@(posedge clock) begin
        if (rising_edge_wire[1])
            rebuiltSignal_reg[1] <= 1;
        else if (falling_edge_wire[1])
            rebuiltSignal_reg[1] <= 0; 
    end
    signalSync sync_reb2(
        .clock(clock),
        .asynchronous_signal(sensors[2]),
        .rising_edge(rising_edge_wire[2]),
        .falling_edge(falling_edge_wire[2])  
    );
    always@(posedge clock) begin
        if (rising_edge_wire[2])
            rebuiltSignal_reg[2] <= 1;
        else if (falling_edge_wire[2])
            rebuiltSignal_reg[2] <= 0;
    end
    signalSync sync_reb3(
        .clock(clock),
        .asynchronous_signal(sensors[3]),
        .rising_edge(rising_edge_wire[3]),
        .falling_edge(falling_edge_wire[3])  
    );
    always@(posedge clock) begin
        if (rising_edge_wire[3])
            rebuiltSignal_reg[3] <= 1;
        else if (falling_edge_wire[3])
            rebuiltSignal_reg[3] <= 0; 
    end
    assign rebuiltSignal = rebuiltSignal_reg;
endmodule
==> run.sh <==
#!/bin/bash
# OpenROAD 26Q1-2900-gdf79404cd8, Yosys 0.63+post, stock flow scripts
make -C /OpenROAD-flow-scripts/flow DESIGN_CONFIG=/design/flow/config.mk WORK_HOME=/design/flow/orfs finish
==> config.mk <==
export PLATFORM = sky130hd
export DESIGN_NAME = sensor_IP_v2
export DESIGN_NICKNAME = sensor_IP_v2
export VERILOG_FILES = /design/flow/design.v
export SDC_FILE = /design/flow/constraint.sdc
export NUM_CORES = 4
export LEC_CHECK = 1
export CORE_AREA = 10 10 111 111
export DIE_AREA = 0 0 121 121
==> constraint.sdc <==
current_design sensor_IP_v2

set clk_period 1.0
set clk_io_pct 0.2

create_clock -name clk0 -period $clk_period [get_ports {clock}]

set non_clock_inputs [all_inputs -no_clocks]
set_input_delay [expr $clk_period * $clk_io_pct] -clock clk0 $non_clock_inputs
set_output_delay [expr $clk_period * $clk_io_pct] -clock clk0 [all_outputs]
==> insert_results.sql <==
-- physical implementation figures
INSERT INTO impl_metrics (metric_group, metric, value, unit) VALUES
('job', 'cap_violations', '0', ''),
('routing', 'firstDrtPassIters', '2', ''),
('final_timing', 'maxSlewViolCount', '0', ''),
('worst_hold_path', 'hold_path.class', 'reg -> reg', ''),
('clocking', 'worst_path_clk_slew', '0.08', 'ns'),
('clocking', 'clk_path_buf_depth', '2', ''),
('grt', 'globalRouteTotalUtil', '2.01', '%'),
('power', 'power-per-cell-area', '2060', 'nW/um2'),
('floorplan', 'number_of_i_o_pins', '17', ''),
('worst_setup_path', 'cp-end-kind', 'primary output', ''),
('worst_setup_path', 'slowest_delay', '0.32', 'ns'),
('worst_setup_path', 'cp_top_family', 'flip-flops', ''),
('yosys', 'yosysMostFrequentCell', 'dfxtp_1', ''),
('clocking', 'clk-insertion-delay-late', '0.28', 'ns'),
('finish', 'post_route_cells_drive_above_1_share', '31.6', '%'),
('worst_setup_path', 'r2r_start', 'sycIP_front.sync_reb3.resync[2]', ''),
('yosys', 'syn_area', '1380', 'um2'),
('yosys', 'synth.cells.most_frequent', '56 x dfxtp_1, 16 x and2b_2, 16 x inv_1', ''),
('routing', 'antenna_cells', '0', ''),
('placed_design', 'io_buf_count', '16', ''),
('worst_setup_path', 'worst_r2r_path_depth', '1', ''),
('grt', 'via_count_of_the_first_global_routing_pass', '501', ''),
('final_timing', 'period_used_share', '91.9', '%'),
('placed_design', 'dp.final_hpwl', '1.09', 'mm'),
('routing', 'antenna_left', '0', ''),
('clocking', 'tritoncts', 'yes', ''),
('finish', 'final_cell_count_no_fill', '250', ''),
('yosys', 'ys_area', '1380', 'um2'),
('yosys', 'synth.ff_latch_count', '56', ''),
('yosys', 'yosys.area.top_type_share', '81.2', '%'),
('clocking', 'post-cts-setup-buffers', '0', ''),
('floorplan', 'floorplan.initialDensity', '14.0', '%'),
('clocking', 'post_cts_hold_buffer_count', '0', ''),
('floorplan', 'fp.dieH', '121', 'um'),
('yosys', 'netlist_instances', '96', ''),
('final_timing', 'rsz0062_at_grt', 'no', ''),
('power', 'leakage', '0.763', 'nW'),
('worst_setup_path', 'required_time_at_the_worst_slack_endpoint', '0.80', 'ns'),
('yosys', 'post_synth.cell_area_avg', '14.4', 'um2'),
('routing', 'post_drt_via_cell_ratio', '2.33', ''),
('grt', 'gr-total-overflow', '0', ''),
('worst_hold_path', 'whs_endpoint', 'sycIP_back.sync_reb0.resync[2]', ''),
('worst_setup_path', 'cp_slowest_cell', 'dfxtp_2', ''),
('placed_design', 'placement_cell_area', '1710', 'um2'),
('outcome', 'outcome', 'finished, final reports clean', ''),
('worst_hold_path', 'hold_depth', '0', ''),
('yosys', 'yosys_most_used_dff', 'dfxtp_1', ''),
('clocking', 'postCtsResizedCells', '35', ''),
('worst_setup_path', 'timing.critical_path.fanout_max', '2', ''),
('final_timing', 'worstMarginPinSlew', '0.0825', 'ns'),
('yosys', 'synth.yosys.num_cells', '96', ''),
('clocking', 'h-tree-depth', '2', ''),
('routing', 'detail_route.iter0.violations', '7', ''),
('worst_setup_path', 'cp_num_buf_inv', '1', ''),
('worst_setup_path', 'timing.critical_path.from_type', 'register', ''),
('worst_hold_path', 'worstHoldStart', 'sycIP_back.sync_reb0.resync[1]', ''),
('clocking', 'cts.root.buffer_cell', 'clkbuf_8', ''),
('yosys', 'asyncSetResetFlopFracSynth', '0', '%'),
('final_timing', 'timing.final.hold_violations', '0', ''),
('worst_setup_path', 'critical_path.cell_chain', 'buf_2', ''),
('floorplan', 'die_width', '121', 'um'),
('final_timing', 'fin_worst_skew', '0.00186', 'ns'),
('placed_design', 'globalplace.congestion', '0.634', ''),
('finish', 'fillCellCount', '1061', ''),
('finish', 'stdcell_area', '1750', 'um2'),
('placed_design', 'place_inst', '245', ''),
('worst_setup_path', 'critical_path_arrival', '0.72', 'ns'),
('yosys', 'netlist.top_cell.by_area', 'dfxtp_1', ''),
('yosys', 'edf_count', '0', ''),
('floorplan', 'dieArea', '14600', 'um2'),
('yosys', 'yosys-top-cells-area', 'dfxtp_1 81%, and2b_2 10%, a21o_1 4.3%, inv_1 4.3%', '');
==> placed cells by master (no fill, tap or decap) <==
master / Yosys / final
a21o_1: 8 / 8
dfxtp_2: 0 / 8
inv_1: 16 / 16
clkbuf_8: 0 / 5
and2b_2: 16 / 16
buf_2: 0 / 8
dfxtp_1: 56 / 48
clkdlybuf4s50_1: 0 / 8
==> metrics by stage <==
step | utilization (%) | TNS, ns | hold slack (ns) | setup slack (ns) | power [mW]
floorplan | - | 0 | 0.257 | 0.385 | 2.52
global placement | 17.3 | -0.0144 | 0.312 | -0.00840 | 2.64
detailed placement | 17.3 | -0.0313 | 0.312 | -0.0157 | 2.65
CTS | 17.7 | 0 | 0.332 | 0.0536 | 3.67
global route | 17.7 | 0 | 0.340 | 0.0343 | 3.80
finish | 17.7 | 0 | 0.330 | 0.0810 | 3.59
==> per-layer routing <==
layer  wire length [um]  global-route usage [%]  vias to the layer above
li1                   -                       -                      326
met1                652                    2.12                      241
met2                668                    3.20                       13
met3                144                    1.32                        2
met4                 18                   0.603                        0
met5                  0                       0                        -
==> final cells by class <==
cell class	instances	area [um2]	area share [%]
repair buffers	16	120	6.88
well taps	133	166	9.53
inverters	16	60.1	3.44
flip-flops and latches	56	1130	64.8
multi-input cells	24	200	11.5
clock buffers	5	68.8	3.94
==> report_power, final <==
group	total [mW]	internal [mW]	switching (mW)
clock network	1.03	0.452	0.582
logic	0.137	0.106	0.0312
registers	2.42	2.38	0.0440
total	3.59	2.94	0.658
==> cells by family after synthesis <==
family / count (synthesis) / share of synthesized area [%]
and+or+nand+nor: 16 / 10.1
AOI/OAI and AO/OA: 8 / 4.35
buffers and inverters: 16 / 4.35
DFF: 56 / 81.2
==> how the worst max path moves through the flow <==
stage,from,to,cells after the start
finish,sycIP_back.rebuiltSignal_reg[2],IPsensBack_out[2],1
global route,sycIP_front.rebuiltSignal_reg[3],IPsensFront_out[3],1
CTS,sycIP_back.rebuiltSignal_reg[2],IPsensBack_out[2],1
Power and IR drop assume default switching activity.
