**design/flow/config.mk**
```make
export PLATFORM = sky130hd
export DESIGN_NAME = freqDetect
export DESIGN_NICKNAME = freqDetect
export VERILOG_FILES = /design/flow/design.v
export SDC_FILE = /design/flow/constraint.sdc
export NUM_CORES = 4
export LEC_CHECK = 1
export CORE_UTILIZATION = 50
```
**design/flow/constraint.sdc**
```tcl
current_design freqDetect

set clk_period 5.2
set clk_io_pct 0.2

create_clock -name clk0 -period $clk_period [get_ports {clock}]

set non_clock_inputs [all_inputs -no_clocks]
set_input_delay [expr $clk_period * $clk_io_pct] -clock clk0 $non_clock_inputs
set_output_delay [expr $clk_period * $clk_io_pct] -clock clk0 [all_outputs]
```
**design/flow/design.v**
```verilog
`timescale 1ns / 1ps
module counterUp_32bit(  
    input clock, reset,
    input [31:0] counterPeriod,
    output [31:0] countedUpTo
    );
    reg [31:0] countedUpTo_reg;
    initial
    countedUpTo_reg <=0;
    always@(posedge clock) begin
        if ( !reset && !(counterPeriod == 32'd0 ) && ( countedUpTo_reg < ( counterPeriod - 1) ) ) 
            countedUpTo_reg <= countedUpTo_reg + 1;
        else
            countedUpTo_reg <= 0; 
    end
 assign countedUpTo = countedUpTo_reg;
endmodule
`timescale 10ns / 1ps
module counter_up(   
    input clock, reset,
    input [27:0] counterPeriod,
    output [27:0] countedUpTo
    );
    reg [27:0] countedUpTo_reg;
    initial
    countedUpTo_reg <=0;
    always@(posedge clock) begin
        if ( !reset && !(counterPeriod == 28'd0 ) && ( countedUpTo_reg < ( counterPeriod - 1) ) ) 
            countedUpTo_reg <= countedUpTo_reg + 1;
        else
            countedUpTo_reg <= 0; 
    end
 assign countedUpTo = countedUpTo_reg;
endmodule
`timescale 10ns / 1ps
module freqDetect(
    input clock,
    input micInput,
    input stoppedAndWaitingForDetection,
    input [7:0] IP_sensors,
    input [31:0] previousTimeForTogglingReverse_in, 
    output [3:0] virtual_IPsensors,
    output isStoppedAndDetecting_out,
    output [31:0] previousTimeForTogglingReverse_out,
    output reverse
    );
    parameter PERIOD = 28'd10000000;
    parameter PERIOD_PREVENTING_FAST_TOGGLING = 32'd50000000; 
    parameter QUARTER_PERIOD_PREVENTING_FAST_TOGGLING =  PERIOD_PREVENTING_FAST_TOGGLING >> 2;
    parameter HALF_PERIOD = PERIOD >> 1;
    parameter QUARTER_PERIOD = PERIOD >> 2;
    parameter T_2X_PERIOD = PERIOD << 1;
    parameter T_2X_and_HALF_PERIOD = T_2X_PERIOD + HALF_PERIOD;
    parameter T_3X_PERIOD = PERIOD + T_2X_PERIOD;
    parameter T_3X_and_HALF_PERIOD = T_3X_PERIOD + HALF_PERIOD;
    parameter T_4X_PERIOD = PERIOD << 2;
    parameter T_4X_and_QUARTER_PERIOD = T_4X_PERIOD + QUARTER_PERIOD;    
    parameter T_5X_PERIOD = PERIOD + (PERIOD << 2); 
    parameter T_5X_AND_QUARTER_PERIOD = T_5X_PERIOD + QUARTER_PERIOD;
    parameter T_5X_AND_HALF_PERIOD = T_5X_PERIOD + HALF_PERIOD;
    parameter T_6X_PERIOD = T_3X_PERIOD << 2;
    parameter T_7X_PERIOD = T_2X_PERIOD + T_5X_PERIOD;
    reg [3:0] movDirec_isTurning_leftRight_reg;
    reg [3:0] virtual_IPsensors_reg;
    reg isStoppedAndDetecting_out_reg;
    reg [31:0] previousTogglingTime_reg;
    reg [27:0]  micHighs_0_reg = 28'd0;
    reg [27:0]  micHighs_1_reg = 28'd0;
    reg [27:0]  micHighs_2_reg = 28'd0;
    reg reverse_reg;
    wire [27:0] countedUpTo_wire; 
    wire rising_edge_wire, falling_edge_wire;
    wire [31:0] countedUpTo_32bit_wire;
    signalSync sync_reb1(
        .clock(clock),
        .asynchronous_signal(micInput),
        .rising_edge(rising_edge_wire),
        .falling_edge(falling_edge_wire)  
    );
    always@(posedge clock) begin
        if (~IP_sensors ) begin  
            if (stoppedAndWaitingForDetection) begin
                isStoppedAndDetecting_out_reg <= 1'b1;
                if ( (countedUpTo_wire > 25 ) && (countedUpTo_wire < PERIOD ) ) begin
                     if (rising_edge_wire)
                        micHighs_0_reg <= micHighs_0_reg + 1;
                     else
                        micHighs_0_reg <= micHighs_0_reg;
                end
                else if ( (countedUpTo_wire > PERIOD ) && (countedUpTo_wire < T_2X_PERIOD ) ) begin
                     if (rising_edge_wire)
                       micHighs_1_reg <= micHighs_1_reg + 1;
                     else
                       micHighs_1_reg <= micHighs_1_reg;
                end
                else if ( (countedUpTo_wire > T_2X_PERIOD ) && (countedUpTo_wire < T_3X_PERIOD  ) ) begin
                     if (rising_edge_wire)
                       micHighs_2_reg <= micHighs_2_reg + 1;
                     else
                       micHighs_2_reg <= micHighs_2_reg;
                end
                else if ( (countedUpTo_wire > T_3X_PERIOD ) && (countedUpTo_wire < (T_4X_PERIOD-200) ) ) begin
                    if ( ( micHighs_0_reg > 28'd45 && micHighs_0_reg < 28'd60 ) && ( micHighs_1_reg > 28'd45 && micHighs_1_reg < 28'd60)  && ( micHighs_2_reg > 28'd45 && micHighs_2_reg < 28'd60) ) 
                    begin
                        if (~reverse_reg)
                            virtual_IPsensors_reg <= 4'b0110;
                        else
                            virtual_IPsensors_reg <= 4'b1001;  
                    end
                    else if ( ( micHighs_0_reg > 28'd85 && micHighs_0_reg < 28'd120 ) && ( micHighs_1_reg > 28'd85 && micHighs_1_reg < 28'd120) && ( micHighs_2_reg > 28'd85 && micHighs_2_reg < 28'd120)  ) 
                    begin
                        if (~reverse_reg)
                            virtual_IPsensors_reg <= 4'b1000;
                        else
                            virtual_IPsensors_reg <= 4'b0001;  
                    end
                    else if ( ( micHighs_0_reg > 28'd180 && micHighs_0_reg < 28'd220 ) && ( micHighs_1_reg > 28'd180 && micHighs_1_reg < 28'd220) && ( micHighs_2_reg > 28'd180 && micHighs_2_reg < 28'd220)  ) 
                    begin
                        if (~reverse_reg)
                            virtual_IPsensors_reg <= 4'b0001;
                        else
                            virtual_IPsensors_reg <= 4'b1000;  
                   end
                   else if ( ( micHighs_0_reg > 28'd280 && micHighs_0_reg < 28'd320 ) && ( micHighs_1_reg > 28'd280 && micHighs_1_reg < 28'd320) && ( micHighs_2_reg > 28'd280 && micHighs_2_reg < 28'd320)  ) 
                   begin
                        if ( countedUpTo_32bit_wire > 32'd1 && countedUpTo_32bit_wire < 32'd3  ) begin   
                             if (~reverse_reg) begin 
                                reverse_reg <= 1;
                                virtual_IPsensors_reg <= IP_sensors[7:4];
                            end
                            else begin
                                reverse_reg <= 0;
                                virtual_IPsensors_reg <= IP_sensors[3:0];
                            end
                        end
                        else begin
                            virtual_IPsensors_reg <= virtual_IPsensors_reg;
                            reverse_reg <= reverse_reg;
                        end     
                    end
                    else begin  
                        if (~reverse_reg)
                            virtual_IPsensors_reg <= IP_sensors[3:0];
                        else
                            virtual_IPsensors_reg <= IP_sensors[7:4];
                    end
                end
                else if (  (countedUpTo_wire > (T_4X_PERIOD-199) ) && ( countedUpTo_wire < T_4X_PERIOD-100 ) ) begin
                    micHighs_0_reg <= 28'd0;
                    micHighs_1_reg <= 28'd0;
                    micHighs_2_reg <= 28'd0;
                end
            end
            else begin 
                isStoppedAndDetecting_out_reg <= 1'b0;
            end
        end
    end
    counter_up counter_freqDetect(   
        .clock(clock), 
        .reset(0),
        .counterPeriod(T_4X_PERIOD),  
        .countedUpTo(countedUpTo_wire)
    );
    counterUp_32bit counter_32bit_freqDetect2(   
            .clock(clock), 
            .reset(0),
            .counterPeriod(PERIOD_PREVENTING_FAST_TOGGLING),  
            .countedUpTo(countedUpTo_32bit_wire)
        );
    assign virtual_IPsensors = virtual_IPsensors_reg;
   assign isStoppedAndDetecting_out = isStoppedAndDetecting_out_reg;
   assign reverse = reverse_reg;
   assign previousTimeForTogglingReverse_out = previousTogglingTime_reg;
endmodule
`timescale 10ns / 1ps
module signalSync(
    input clock,
    input asynchronous_signal,
    output rising_edge,
    output falling_edge
);
  reg [1:3] resync;
  reg fall, rise;
  initial 
  begin
    fall <= 0;
    rise <= 0;
    resync <= 0;
  end
  always @(posedge clock)
  begin
    fall <= resync[3] & !resync[2];
    rise <= resync[2] & !resync[3];
    resync <= {asynchronous_signal , resync[1:2]};
  end
  assign rising_edge = rise;
  assign falling_edge = fall;
endmodule
```
**design/flow/run.sh**
```bash
#!/bin/bash
# OpenROAD 26Q1-2900-gdf79404cd8, Yosys 0.63+post, stock flow scripts
make -C /OpenROAD-flow-scripts/flow DESIGN_CONFIG=/design/flow/config.mk WORK_HOME=/design/flow/orfs finish
```
==> run_results.csv <==
group,metric,value,unit
power,cellLeakagePower,3.241,nW
route,dr.pass1.iters,5,
logic_synthesis,synth_top_cell_by_area,"sky130_fd_sc_hd__edfxtp_1",
setup_path,worstPathCellList,"or4_1 > nor3_1 > nand2_1 > o21ai_1 > a31o_2 > nand4_1 > a21oi_2 > buf_4",
clock_tree,cts_num_sinks,154,
power,pwr_density_cell,266.7,nW/um^2
logic_synthesis,sequential_fraction_of_the_synthesis_area,44.48,%
logic_synthesis,ys_ff,154,
power,ir_drop,0.0002701,V
logic_synthesis,enable_flop_cells,90,
route,route.detailed.vias_per_inst,5.391,
clock_tree,number_of_hold_buffers_added_after_cts,0,
sta,finalSetupViolCount,0,
logic_synthesis,synthArstFlopShare,0,%
placement,gp_congestion,0.8664,
sta,fin_crit,3.086,ns
final_layout,number_of_flip_flops_under_the_largest_register_name,32,
sta,rsz0062_at_grt,"false",
clock_tree,htree_levels,4,
global_route,gr-total-overflow,0,
logic_synthesis,synth-cells-yosys,992,
placement,postPlaceCellArea,9084,sq um
sta,timing.fmax,324.0,MHz
clock_tree,tritoncts,"built",
sta,timing_worst_slew_pin_value,0.6817,ns
floorplan,chip_area,18450,sq um
setup_path,cp_data_arrival_time,3.16,ns
run_status,status,"finished, final reports clean",
floorplan,core_region_area,17420,sq um
setup_path,worstSetupEndpointType,"flip-flop",
sta,fin_worst_skew,0.009218,ns
power,totalPowerFinal,2.575,mW
global_route,grt_antenna_before_repair,0,
logic_synthesis,synth_top_cell_by_count,"sky130_fd_sc_hd__nor2_1",
floorplan,floorplan.core_util,51.42,%
floorplan,core.rowCount,48,
route,dr.first_iter.drc_count,343,
sta,hold_violations,0,
global_route,grt_pass1_vias,5971,
floorplan,fp.dieW,135.8,microns
setup_path,worst_path_max_delay_cell,"sky130_fd_sc_hd__a31o_2",
floorplan,pin_count,81,
logic_synthesis,ys_chip_area,8956,sq um
floorplan,chipHeight,135.8,microns
sta,slew_headroom,54.13,%
route,routed-via-count,6598,
sta,period_used_share,59.35,%
logic_synthesis,netlist_instances,992,
run,tool_warnings,70,
route,drtAntennaViolNets,0,
route,route.detailed.wl_per_inst,14.13,microns
clock_tree,root_buffer,"sky130_fd_sc_hd__clkbuf_16",
clock_tree,numCtsBuffers,17,
logic_synthesis,ys_types,69,
clock_tree,cts_resized,0,
clock_tree,worst_skew_pair.late_latency,0.42,ns
setup_path,critical_path_peak_fanout,31,
final_layout,synthToLayoutAreaGrowth,7.782,%
clock_tree,clkTransAtPathRegs,0.06,ns
route,route.detailed.drc,0,
global_route,grt_max_degree,32,
run,max_cap_violations,0,
global_route,grt_first_pass_wirelength,29460,microns
setup_path,max_stage_delay,0.57,ns
setup_path,timing.setup.critical_path_class,"flip-flop to flip-flop",
clock_tree,post_cts_buffers,0,
logic_synthesis,leading_register_cell_type_out_of_synthesis,"sky130_fd_sc_hd__edfxtp_1",
final_layout,post-route-cell-area,9653,sq um
logic_synthesis,ys_warn_count,38,
logic_synthesis,post_synth.cell_area_avg,9.028,sq um
hold_path,hold_path.class,"flip-flop to flip-flop",
placement,dpl.hpwl,11710,microns
setup_path,cp-start-kind,"flip-flop",
clock_tree,clk_path_buf_depth,2,
final_layout,final_layout_size_suffix_gt1_share,6.206,%
sta,slew_violations,0,
logic_synthesis,top_cells_by_count,"sky130_fd_sc_hd__nor2_1, sky130_fd_sc_hd__edfxtp_1, sky130_fd_sc_hd__nand2_1",
route,n_antenna_cell,0,
global_route,grt_use_total,20.68,%
placement,port-buffer-count,16,
logic_synthesis,post_synth_instance_area,8956,sq um
route,totalWireLength,17300,microns
logic_synthesis,post-synth-top-area-fraction,30.18,%
setup_path,required,5.27,ns
logic_synthesis,top_cells_by_area,"sky130_fd_sc_hd__edfxtp_1, sky130_fd_sc_hd__dfxtp_1, sky130_fd_sc_hd__nor2_1",
final_layout,fillCellCount,1595,
sta,tns,0,ns
## path summary, 6_finish.rpt
check | start | to | slack, ns | cells after the start
min | sync_reb1.resync[1] | sync_reb1.resync[2] | 0.33 | 0
min reg2reg | sync_reb1.resync[1] | sync_reb1.resync[2] | 0.33 | 0
max | counter_freqDetect.countedUpTo_reg[22] | micHighs_1_reg[14] | 2.11 | 8
max reg2reg | counter_freqDetect.countedUpTo_reg[22] | micHighs_1_reg[14] | 2.11 | 8
## cells by family (layout without fill, tap and decap cells)
kind of cell / after synthesis / count (layout) / synth area share (%)
DFF: 154 / 154 / 44.48
xor gates and xnor gates: 120 / 120 / 11.82
buffers and inverters: 117 / 85 / 7.153
adders and majority gates: 18 / 18 / 2.515
AOI/OAI and AO/OA: 82 / 82 / 6.008
and+or+nand+nor: 498 / 498 / 27.76
other: 1 / 40 / 0.04187
muxes: 2 / 2 / 0.2235
## power by group
part / total, mW / switching [mW] / internal [mW]
clock: 1.18 / 0.489 / 0.688
sequential: 1.31 / 0.0127 / 1.30
combinational: 0.0846 / 0.0502 / 0.0344
## stage by stage
step	hold slack [ns]	util, %	worst slack (ns)	instances
finish	0.3275	55.42	2.114	1224
floorplan	0.3096	-	1.522	1031
detailed placement	0.3164	52.16	2.103	1192
global placement	0.3098	52.16	2.124	1192
global route	0.3318	55.42	1.860	1224
CTS	0.3308	55.42	2.094	1224
## cell type report
class / instances / area, sq um / share of cell area, %
tap: 225 / 281.5 / 2.916
multi-input combinational: 760 / 4489 / 46.51
inverter: 29 / 108.9 / 1.128
clock buffer: 18 / 450.4 / 4.666
clock inverter: 14 / 118.9 / 1.231
timing repair buffer: 24 / 220.2 / 2.281
sequential: 154 / 3984 / 41.27
## metal layers
layer | track usage (%) | vias up | share of wire, %
li1 | - | 3418 | -
met1 | 35.22 | 3072 | 52
met2 | 29.99 | 97 | 43
met3 | 3.495 | 11 | 3.5
met4 | 2.122 | 0 | 0.99
met5 | 0 | - | 0
## placed cells by master (no fill, tap or decap), drive strengths merged, types with 4 or more instances in the layout
cell           count
a21oi             20
a31oi              8
and3              20
and4               6
buf                8
clkbuf            18
clkdlybuf4s50     16
clkinv             8
conb              40
dfxtp             64
edfxtp            90
ha                18
inv               34
nand2             72
nand3             68
nand4             30
nor2             159
nor2b              4
nor3              56
nor4              32
nor4b              4
o211ai             5
o21ai             18
o31ai              5
or2                9
or3                9
or4               10
xnor2             58
xor2              62
## worst max-delay path, delay by kind of cell, from the launching register on
| kind | cells | cell delay (ns) |
|---|---|---|
| buffers and inverters | 1 | 0.36 |
| DFF | 1 | 0.40 |
| AOI/OAI and AO/OA | 3 | 0.88 |
| and+or+nand+nor | 4 | 1.06 |
Power and IR drop assume default switching activity.
